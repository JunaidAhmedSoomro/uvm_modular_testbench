[config.mk]
export PLATFORM = sky130hd
export DESIGN_NAME = ULA
export DESIGN_NICKNAME = ULA
export VERILOG_FILES = /design/flow/design.v
export SDC_FILE = /design/flow/constraint.sdc
export NUM_CORES = 4
export LEC_CHECK = 1
export CORE_UTILIZATION = 30
[constraint.sdc]
current_design ULA

set clk_period 4.1
set clk_io_pct 0.2

create_clock -name clk0 -period $clk_period [get_ports {clock}]

set non_clock_inputs [all_inputs -no_clocks]
set_input_delay [expr $clk_period * $clk_io_pct] -clock clk0 $non_clock_inputs
set_output_delay [expr $clk_period * $clk_io_pct] -clock clk0 [all_outputs]
[design.v]
module ULA(input logic clock, reset, modo,
          input  logic [2:0]op,
          input  logic [5:0]A,
          input  logic [5:0]B,
          output logic [5:0]resultado,
          output logic carryout, zero);
    wire [5:0] C =~B;
    always_ff @(posedge clock) begin
        if(~reset) begin
            resultado = 6'b000000;
            carryout = 0;
            zero = 0;
        end
        else begin
            if(~modo) begin
                case(op)
                    3'b000: begin
                        resultado = A + B;
                        if((A[5]==1 & B[5]==1 & resultado[5]==0) | (A[5]==0 & B[5]==0 & resultado[5]==1))
                            carryout<=1;
                        else carryout<=0;
                    end
                    3'b001: begin
                        resultado = A - B;
                        if((A[5]==0 & B[5]==1 & resultado[5]==1) | (A[5]==1 & B[5]==0 & resultado[5]==0))
                            carryout<=1;
                        else carryout<=0;
                    end
                    3'b010: begin
                        resultado = A + C;
                        if((A[5]==1 & C[5]==1 & resultado[5]==0) | (A[5]==0 & C[5]==0 & resultado[5]==1))
                            carryout<=1;
                        else carryout<=0;
                    end
                    3'b011: begin
                        resultado = A - C;
                        if((A[5]==0 & C[5]==1 & resultado[5]==1) | (A[5]==1 & C[5]==0 & resultado[5]==0))
                            carryout<=1;
                        else carryout<=0;
                    end
                    3'b100: begin
                        resultado = A + 6'b000001;
                        if(A[5]==0 & resultado[5]==1)
                            carryout<=1;
                        else carryout<=0;
                    end
                    3'b101: begin
                        resultado = A - 6'b000001;
                        if(A[5]==1 & resultado[5]==0)
                            carryout<=1;
                        else carryout<=0;
                    end
                    3'b110: begin
                        resultado = B + 6'b000001;
                        if(B[5]==0 & resultado[5]==1)
                            carryout<=1;
                        else carryout<=0;
                    end
                    3'b111: begin
                        resultado = B - 6'b000001;
                        if(B[5]==1 & resultado[5]==0)
                            carryout<=1;
                        else carryout<=0;
                    end
                endcase
            end
            else begin
                carryout<=0;
                case(op)
                    3'b000: resultado = A & B;
                    3'b001: resultado = ~A;
                    3'b010: resultado = ~B;
                    3'b011: resultado = A | B;
                    3'b100: resultado = A ^ B;
                    3'b101: resultado = ~(A & B);
                    3'b110: resultado = A;
                    3'b111: resultado = B;
                endcase
            end
        end
        if(resultado==0) zero=1;
        else zero=0;
    end
endmodule
[run.sh]
#!/bin/bash
# OpenROAD 26Q1-2900-gdf79404cd8, Yosys 0.63+post, stock flow scripts
make -C /OpenROAD-flow-scripts/flow DESIGN_CONFIG=/design/flow/config.mk WORK_HOME=/design/flow/orfs finish
==> impl_metrics.env <==
# yosys + openroad results
export IMPL_p_int_uw=285
export IMPL_tns_ps=0
export IMPL_io_buffers=25
export IMPL_async_reset_ff_share_pct=0
export IMPL_htreeDepth=1
export IMPL_ys_cells=313
export IMPL_wl_per_cell_um=15.6
export IMPL_hold_viol_final=0
export IMPL_synth_top_area_share_pct=15.0
export IMPL_ys_seq_share_pct=6.87
export IMPL_wl_mm=6.69
export IMPL_grt_antenna_before_repair=0
export IMPL_numSynthFlops=8
export IMPL_crit_fanout=18
export IMPL_power_switching_uw=194
export IMPL_warnings=41
export IMPL_cts_buffers=3
export IMPL_end_kind="flop"
export IMPL_max_freq_ghz=0.280
export IMPL_synth_top_flop_cell="dfxtp_1"
export IMPL_synth_area_top_cells="ha_1 15%, dfxtp_1 6.9%, xnor2_1 5.6%"
export IMPL_required_ps=4200
export IMPL_chipArea_sq_mm=0.00813
export IMPL_regArea_sq_um=160
export IMPL_synth_area_yosys_sq_mm=0.00233
export IMPL_edf_count=0
export IMPL_grt_max_degree=29
export IMPL_path_clk_slew_ps=40
export IMPL_worstMarginPinSlew_ps=678
export IMPL_fp_dieH_um=90.1
export IMPL_clkPwrFrac_pct=18.9
export IMPL_coreArea_sq_mm=0.00737
export IMPL_fillers=785
export IMPL_post_route_worst_setup_slack_ps=533
export IMPL_gp_congestion=0.933
export IMPL_via_per_inst=5.43
export IMPL_p_total_uw=478
export IMPL_worst_hold_startpoint="reset"
export IMPL_dp_worst_setup_slack_ps=343
export IMPL_vias=2325
export IMPL_netlist_instances=313
export IMPL_ant_nets=0
export IMPL_synth_warnings=1
export IMPL_post_dp_hpwl_mm=5.29
export IMPL_max_slew_margin_pct=54.7
export IMPL_ys_top_cells_by_count="28 x ha_1, 28 x nand2_1, 27 x inv_1"
export IMPL_logic_area_sq_mm=0.00195
export IMPL_critical_path_arrival_ps=3670
export IMPL_rows=31
export IMPL_drv_slew=0
export IMPL_avgSynthCellArea_sq_um=7.45
export IMPL_cap_violations=0
export IMPL_synth_area_sq_mm=0.00233
export IMPL_synthToLayoutAreaGrowth_pct=15.0
export IMPL_io_pin_count=26
export IMPL_p_per_area_mw_per_mm2=179
export IMPL_dr_pass1_iters=5
export IMPL_drive_gt1_share_pct=8.21
export IMPL_grt_pass1_vias=2062
export IMPL_holdBufCountCts=0
export IMPL_cts_resized=0
export IMPL_period_needed_ps=3570
export IMPL_cp_start_kind="input pin"
export IMPL_status="completed"
export IMPL_rsz0062_at_grt="no"
export IMPL_initCoreUtil_pct=31.6
export IMPL_setup_viol=0
export IMPL_cts_max_path_buffers=2
export IMPL_power_share_sequential_pct=18.4
export IMPL_power_static_leakage_nw=1.13
export IMPL_drcViolationCount=0
export IMPL_crit_type="in2reg"
export IMPL_antenna_cells=0
export IMPL_yosysTopAreaCell="ha_1"
export IMPL_clkSinkCount=8
export IMPL_track_usage_pct=16.9
export IMPL_peakVddDrop_mv=0.0674
export IMPL_die_width_um=90.1
export IMPL_switching_share_pct=40.5
export IMPL_drt_iter0_drc=214
export IMPL_p_comb_share_pct=62.7
export IMPL_hold_class="in2reg"
export IMPL_cts_root_buffer_cell="clkbuf_8"
export IMPL_ys_types=62
export IMPL_grt_pass1_wl_mm=11.0
export IMPL_post_cts_buffers=0
export IMPL_hold_path_depth=3
export IMPL_holdPathEnd="resultado[3]"
export IMPL_post_route_period_util_pct=87.0
export IMPL_overflow=0
export IMPL_cts_tree="done"
## power groups by stage
stage	sequential, mW	clock, mW	combinational (mW)
after CTS	0.0880	0.0934	0.297
final	0.0880	0.0906	0.300
after global routing	0.0888	0.0986	0.332
## logic make-up (layout without fill, tap and decap cells)
| logic type | Yosys count | after routing | share of synthesized area [%] |
|---|---|---|---|
| adders and majority gates | 32 | 32 | 18.5 |
| buffers and inverters | 47 | 63 | 9.55 |
| muxes | 15 | 15 | 8.27 |
| AOI/OAI and AO/OA | 96 | 96 | 28.8 |
| xor gates and xnor gates | 19 | 19 | 7.14 |
| DFF | 8 | 8 | 6.87 |
| and+or+nand+nor | 96 | 96 | 20.9 |
## how the worst max path moves through the flow
stage | start | end | slack, ps | cells past startpoint
finish | B[2] | carryout | 530 | 10
CTS | A[2] | zero | 580 | 8
global route | B[2] | carryout | 310 | 9
## stage by stage
stage               hold WS, ps  instance area (sq um)  utilization, %  instances
finish                     1440                   2680            36.4        428
detailed placement         1480                   2640            35.8        425
global route               1460                   2680            36.4        428
floorplan                   976                   2330               -        313
CTS                        1420                   2680            36.4        428
global placement           1480                   2640            35.8        425
## cell type report
type                            instances  share of cell area, %
Inverter                               27                   3.78
Tap cell                               99                   4.62
Multi-Input combinational cell        258                   72.7
Timing Repair Buffer                   33                   11.4
Clock buffer                            3                   1.54
Sequential cell                         8                   5.98
## cell usage in the layout, fill, tap and decap left out, types with 3 or more instances in the layout
cell / instances
nand2_1: 28
ha_1: 28
inv_1: 27
nor2_1: 25
clkdlybuf4s50_1: 24
a21oi_1: 21
o21ai_0: 16
xnor2_1: 15
a211oi_1: 9
mux2i_1: 8
dfxtp_1: 8
buf_4: 8
nor3_1: 7
nor2b_1: 6
a221oi_1: 5
nand3_1: 5
o221ai_1: 4
xor2_1: 4
o22ai_1: 4
mux2_2: 4
fa_1: 4
and4b_1: 3
a31oi_1: 3
or3_1: 3
o2111ai_1: 3
nand2b_1: 3
mux4_2: 3
o211ai_1: 3
and3_1: 3
clkbuf_8: 3
## worst max-delay path: stages
cell and delay, ps:
clkdlybuf4s50_1 620, inv_1 160, ha_1 740, a21oi_1 150, o21a_1 220, nand2_1 90, xnor2_1 130, mux2_2 350
a221oi_1 280, a21oi_1 110
## routing by layer
layer	wire length, um	track usage [%]	vias to the layer above	share of wire (%)
met2	2950	25.1	85	44
met1	3310	27.3	1053	49
li1	-	-	1180	-
met4	75	2.15	0	1.1
met5	0	0	-	0
met3	360	1.72	7	5.4
## flip-flops by register name, summed over array words and instances, names as in the netlist
register   cells
resultado      6
carryout       1
zero           1
Power is estimated from default activity; no workload was simulated.
